[flow/constraint.sdc]
current_design fetch

set clk_period 4.0
set clk_io_pct 0.2

create_clock -name clk0 -period $clk_period [get_ports {clk}]

set non_clock_inputs [all_inputs -no_clocks]
set_input_delay [expr $clk_period * $clk_io_pct] -clock clk0 $non_clock_inputs
set_output_delay [expr $clk_period * $clk_io_pct] -clock clk0 [all_outputs]
[flow/design.v]
package constants_pkg;
typedef enum logic [1:0] {
    ADD = 2'b00,
    SUB = 2'b01,
    AND = 2'b10,
    OR =  2'b11
} aluSel_e  ;
endpackage
module fetch #(
    parameter int DWIDTH=32,
    parameter int AWIDTH=32,
    parameter int BASEADDR=32'h01000000
    )(
	input logic clk,
	input logic rst,
    input  logic [DWIDTH-1:0] data_i,    
	output logic [AWIDTH - 1:0] pc_o,    
    output logic [DWIDTH - 1:0] insn_o   
);
    always_ff @(posedge clk or posedge rst) begin
        if (rst) begin
            pc_o <= BASEADDR;  
        end else begin
            pc_o <= pc_o + 4;  
        end
    end
    always_ff @(posedge clk or posedge rst) begin
        if (rst) begin
            insn_o <= '0;
        end else begin
            insn_o <= data_i;  
        end
    end
endmodule : fetch
[flow/run.sh]
#!/bin/bash
# OpenROAD 26Q1-2900-gdf79404cd8, Yosys 0.63+post, stock flow scripts
make -C /OpenROAD-flow-scripts/flow DESIGN_CONFIG=/design/flow/config.mk WORK_HOME=/design/flow/orfs finish
[flow/config.mk]
export PLATFORM = sky130hd
export DESIGN_NAME = fetch
export DESIGN_NICKNAME = fetch
export VERILOG_FILES = /design/flow/design.v
export SDC_FILE = /design/flow/constraint.sdc
export NUM_CORES = 4
export LEC_CHECK = 1
export CORE_UTILIZATION = 30
==> results.txt <==
Implementation results

The run finished with clean final reports. Warnings reported by Yosys during synthesis add up to 1. Cell internal power was estimated by the tool at 1.05 mW. The placement report lists the number of port buffers as 95. The clock tree from TritonCTS is yes. The number of slew-limit violations in the final report is 0. The detailed router reported a total wirelength of 4230 µm. The number of maximum-capacitance constraint violations is 0. The slack of the critical path is 1840 ps.

Final hold analysis gives a worst-case slack of 476 ps. The last weighted congestion value of the routability-driven placer is 0.757. The clock input transition at the sequential cells of the worst setup and hold paths is 70 ps. STA lists the maximum fanout along the critical path as 5. The accumulated negative setup slack is 0 ps. The leakage component of the power is 1.49 nW.

The final hold violation count recorded for this run is 0. The kind of cell adding the most delay to the critical path is flip-flops. The commonest cells after synthesis are 61 x dfrtp_1, 21 x xnor2_1, 10 x nand2_1, 10 x nand3_1, 9 x nand4_1. The first global-routing pass estimated 7060 µm of wire. The number of hold-repair buffers added at the cts stage is 0. The floorplan has 30 rows. The average wire per cell in the routed design is 11.9 µm. STA puts the critical path data required time at 3200 ps.

Looking at the cell usage after synthesis, the top flip-flop cell is dfrtp_1. The clock sink total is 62. The half-perimeter wire length after placement is 2960 µm. The total iterations of the first detailed-routing run is 4. The script computed a power per unit cell area of 381 nW/µm². The switching power of the nets is 257 µW. The post-layout instance area is 3420 µm². The clock network accounts for 44.8% of the total power. No sink is reached through more buffers than the 2 on the longest clock path. The insertion delay to the later sink of the worst-skew pair is 330 ps. The hold path startpoint is pc_o[31]$_DFF_PP0_. For the worst reg-to-reg path, the startpoint reported by OpenROAD is pc_o[2]$_DFF_PP0_. The die outline height is 86.5 µm. The number of cells in the finished layout apart from fillers is 354. The time the final worst path needs with I/O delays and setup is 2160 ps. The total standard cell area after synthesis is 2140 µm². The clock arrives with 8.05 ps of skew. The number of global-route vias before repair is 1413. The buffers inserted during post-CTS setup optimization is 0.

The number of clock buffers added by TritonCTS is 9. Counting flops and latches in the post-synthesis netlist gives 62. The floorplan step defined a die boundary enclosing 7480 µm².

The final route contains 1454 vias. The post-synth tally of flip-flops with integrated enable is 0. The maximum cell stage delay along the critical path is 570 ps. The count of nets left with antenna violations after detail routing is 0. The dominant cell by count in the synthesized netlist is dfrtp_1. The critical-path cell with the highest stage delay is dfstp_2. Per the post-run analysis, buffers plus inverters along the critical path come to 1. The post-placement cell area is 3210 µm². Fill cells in the final layout number 618.

Per report_power, the sequential group accounts for 49.6% of the total. The root buffer cell is clkbuf_8. The worst setup path is launched from a flop.

The area growth from synthesis to final layout is 59.8%. Counting every instance in the synthesized netlist gives 147. The die width is 86.5 µm. Setup repair after global routing left no endpoint under its margin. The share of the core filled with cells is 50.1%. The area share of the largest cell type after synthesis is 71.3%.

Data on the critical path arrives at its endpoint at 1360 ps. The most area-hungry cell type in the Yosys netlist is dfrtp_1. The vias per cell is 4.11. The minimum setup slack after placement is 1830 ps. The starting density of the core is 31.3%. The main area contributors are dfrtp_1 71%, xnor2_1 8.6%, xor2_1 2.9%, nand4_1 2.6%, nand3_1 2.3%. The classification of the worst setup path is flop to primary output.

Entering global routing, the biggest net connects 34 pins. In this run the critical path is formed by clkdlybuf4s50_1. The share of flip-flops with an asynchronous set or reset after synthesis is 100%. Of the total power, combinational logic draws 5.6%. The number of top-level pins is 98. Per Yosys stat, the portion of area used by sequential elements is 72.5%. At the pin with the least slew margin, the transition time is 597 ps.

The startpoint of the worst setup timing path is pc_o[24]$_DFF_PP1_. The DRC violation count after routing is 0. The total setup violations reported at the end of the flow is 0.

For this run, the chip area from Yosys synthesis comes to 2140 µm². Gates resized during post-CTS repair numbered 0. In the final layout, the share of cells above drive strength 1 is 9.69%. The worst max-slew margin expressed relative to the limit is 60.1%. The region available for standard cell placement spans 6830 µm². Checking hold timing, the worst path is listed with class flop to flop. Across all stage logs, warnings added up to 25. After the first detailed-routing iteration, the DRC count stood at 35. Per the breakdown, switching nets consume 19.7% of all power. 0 antenna diodes ended up in the layout. The peak clock frequency supported by timing is 463 MHz. The endpoint class of the critical path is a primary output. The average cell area after synthesis is 14.6 µm². Counting distinct cell types in the post-synthesis netlist gives 21.

Once placement completed, the tool counted placed cells totaling 338. The number of standard cells reported by yosys is 147. The overall overflow remaining after global route is 0. Looking at the clock tree report, the H-tree level count equals 3.

The global-route total usage across every layer is 12.5%. The total power of the final layout is 1.30 mW. The initial antenna violation count is 0. The final cycle utilization of the critical path is 54.0%. The worst vdd rail ir drop is 0.245 mV.
## placed cells by master (no fill, tap or decap), types with 3 or more instances in the layout
master | synthesis | final
nand2_1 | 10 | 10
nor2_1 | 7 | 7
nand4_1 | 9 | 9
clkbuf_8 | 0 | 9
xnor2_1 | 21 | 21
clkdlybuf4s50_1 | 0 | 95
nor3_1 | 3 | 3
xor2_1 | 7 | 7
dfrtp_1 | 61 | 61
nand3_1 | 10 | 10
## final timing paths
check,endpoint,slack [ps],cells after the start
max,pc_o[24],1840,1
max reg2reg,pc_o[28]$_DFF_PP0_,2260,5
min reg2reg,pc_o[31]$_DFF_PP0_,480,1
min in group asynchronous,insn_o[7]$_DFF_PP0_,860,2
min,pc_o[31]$_DFF_PP0_,480,1
max in group asynchronous,pc_o[24]$_DFF_PP1_,2270,3
## power by group through the flow
| stage | Clock, mW | Sequential (mW) | Combinational [mW] |
|---|---|---|---|
| CTS | 0.604 | 0.647 | 0.0751 |
| global route | 0.643 | 0.648 | 0.0797 |
| finish | 0.585 | 0.647 | 0.0726 |
## layout make-up
type                       instances  area, µm²  area share, %
sequential                        62       1550           45.4
timing repair buffer              96        958           28.0
multi-input combinational         81        566           16.5
clock buffer                      10        128           3.73
tap                               96        120           3.51
clock inverter                     6       86.3           2.52
inverter                           3       11.3          0.329
## routing by layer
layer / wire, µm / part of all wire (%) / up-vias / global-route usage (%)
met5: 0 / 0 / - / 0
met4: 40 / 0.95 / 0 / 1.52
li1: - / - / 701 / -
met1: 1910 / 45 / 683 / 18.5
met3: 433 / 10 / 5 / 5.31
met2: 1840 / 44 / 65 / 18.5
## state kept, by name (all words and copies together) (netlist names)
register and count:
pc_o 30, insn_o 32
## cells by family after synthesis
family / count (synthesis) / synth area share [%]
xor gates and xnor gates: 28 / 11.5
adders and majority gates: 1 / 0.584
buffers and inverters: 5 / 1.23
DFF: 62 / 72.5
other: 1 / 0.175
and+or+nand+nor: 50 / 14.0
Power is estimated from default activity; no workload was simulated.
